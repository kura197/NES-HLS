==> design/flow/design.v <==
module CONVRGB(
    input [5:0] color,
    input VGAspan,
    output [3:0] vga_r,
    output [3:0] vga_g,
    output [3:0] vga_b
);
reg [11:0] getrgb;
assign vga_r = VGAspan ? getrgb[11:8] : 4'h0;
assign vga_g = VGAspan ? getrgb[7:4] : 4'h0;
assign vga_b = VGAspan ? getrgb[3:0] : 4'h0;
always @*
    case(color)
        6'h00: getrgb = {4'h7,4'h7,4'h7};
        6'h01: getrgb = {4'h2,4'h2,4'h8};
        6'h02: getrgb = {4'h0,4'h0,4'ha};
        6'h03: getrgb = {4'h4,4'h0,4'ha};
        6'h04: getrgb = {4'h8,4'h0,4'h7};
        6'h05: getrgb = {4'ha,4'h0,4'h1};
        6'h06: getrgb = {4'ha,4'h0,4'h0};
        6'h07: getrgb = {4'h7,4'h1,4'h0};
        6'h08: getrgb = {4'h4,4'h3,4'h0};
        6'h09: getrgb = {4'h0,4'h4,4'h0};
        6'h0a: getrgb = {4'h0,4'h5,4'h0};
        6'h0b: getrgb = {4'h0,4'h4,4'h1};
        6'h10: getrgb = {4'hb,4'hb,4'hb};
        6'h11: getrgb = {4'h0,4'h7,4'he};
        6'h12: getrgb = {4'h2,4'h3,4'he};
        6'h13: getrgb = {4'h8,4'h0,4'hf};
        6'h14: getrgb = {4'hb,4'h0,4'hb};
        6'h15: getrgb = {4'he,4'h0,4'h5};
        6'h16: getrgb = {4'hd,4'h3,4'h0};
        6'h17: getrgb = {4'hc,4'h5,4'h1};
        6'h18: getrgb = {4'h8,4'h7,4'h0};
        6'h19: getrgb = {4'h0,4'h9,4'h0};
        6'h1a: getrgb = {4'h0,4'ha,4'h0};
        6'h1b: getrgb = {4'h0,4'h9,4'h4};
        6'h20: getrgb = {4'hf,4'hf,4'hf};
        6'h21: getrgb = {4'h4,4'hb,4'hf};
        6'h22: getrgb = {4'h6,4'h7,4'hf};
        6'h23: getrgb = {4'ha,4'h8,4'hf};
        6'h24: getrgb = {4'hf,4'h7,4'hf};
        6'h25: getrgb = {4'hf,4'h7,4'hb};
        6'h26: getrgb = {4'hf,4'h7,4'h6};
        6'h27: getrgb = {4'hf,4'h9,4'h3};
        6'h28: getrgb = {4'hf,4'hb,4'h3};
        6'h29: getrgb = {4'h8,4'hd,4'h1};
        6'h2a: getrgb = {4'h4,4'hd,4'h4};
        6'h2b: getrgb = {4'h5,4'hf,4'h9};
        6'h30: getrgb = {4'hf,4'hf,4'hf};
        6'h31: getrgb = {4'ha,4'he,4'hf};
        6'h32: getrgb = {4'hc,4'hd,4'hf};
        6'h33: getrgb = {4'hd,4'hc,4'hf};
        6'h34: getrgb = {4'hf,4'hc,4'hf};
        6'h35: getrgb = {4'hf,4'hc,4'hd};
        6'h36: getrgb = {4'hf,4'hb,4'hb};
        6'h37: getrgb = {4'hf,4'hd,4'ha};
        6'h38: getrgb = {4'hf,4'he,4'ha};
        6'h39: getrgb = {4'he,4'hf,4'ha};
        6'h3a: getrgb = {4'ha,4'hf,4'hb};
        6'h3b: getrgb = {4'hb,4'hf,4'hc};
        6'h0c: getrgb = {4'h1,4'h3,4'h5};
        6'h0d: getrgb = {4'h0,4'h0,4'h0};
        6'h0e: getrgb = {4'h0,4'h0,4'h0};
        6'h0f: getrgb = {4'h0,4'h0,4'h0};
        6'h1c: getrgb = {4'h0,4'h8,4'h8};
        6'h1d: getrgb = {4'h0,4'h0,4'h0};
        6'h1e: getrgb = {4'h0,4'h0,4'h0};
        6'h1f: getrgb = {4'h0,4'h0,4'h0};
        6'h2c: getrgb = {4'h0,4'he,4'hd};
        6'h2d: getrgb = {4'h7,4'h7,4'h7};
        6'h2e: getrgb = {4'h0,4'h0,4'h0};
        6'h2f: getrgb = {4'h0,4'h0,4'h0};
        6'h3c: getrgb = {4'h9,4'hf,4'hf};
        6'h3d: getrgb = {4'hb,4'hb,4'hb};
        6'h3e: getrgb = {4'h0,4'h0,4'h0};
        6'h3f: getrgb = {4'h0,4'h0,4'h0};
        default:getrgb = {4'h0,4'h0,4'h0};
    endcase
endmodule
module HVGEN(
    input pck,rst,
    output reg vga_hs,vga_vs,
    output reg [9:0]    hcnt,vcnt
);
parameter HMAX = 800;
wire hcntend = (hcnt == HMAX - 10'h001);
always @(posedge pck)
    if(rst)
        hcnt <= 10'h000;
    else
        if(hcntend)
            hcnt <= 10'h000;
        else
            hcnt <= hcnt + 1'b1;
parameter VMAX = 525;
always @(posedge pck)
    if(rst)
        vcnt <= 10'h000;
    else if(hcntend) begin
        if(vcnt == VMAX - 10'h001)	
            vcnt <= 10'h000;
        else
            vcnt <= vcnt + 1'b1;
    end
parameter HSSTART = 655;
parameter HSEND = 751;
parameter VSSTART = 489;
parameter VSEND = 491;
always @(posedge pck)
    if(rst)
        vga_hs <= 1'b1;
    else if(hcnt == HSSTART)
        vga_hs = 1'b0;
    else if(hcnt == HSEND)
        vga_hs = 1'b1;
always @(posedge pck)
    if(rst)
        vga_vs <= 1'b1;
    else if(hcnt == HSSTART)    begin
            if(vcnt == VSSTART)
                vga_vs = 1'b0;
            else if(vcnt == VSEND)
                vga_vs = 1'b1;
    end
endmodule
module VGA(
    input PCK,
    input RST,
    output [3:0] vga_r,
    output [3:0] vga_g,
    output [3:0] vga_b, 
    output vga_hs,
    output vga_vs,
    output [15:0] VramAddr,
    input [5:0] VramData
);
localparam slide = 80;
wire [9:0] hcnt,vcnt;
wire hdispan = (slide <= hcnt && hcnt < 10'd512 + slide);
wire vdispan = (vcnt < 10'd480);
wire VGAspan = hdispan & vdispan;
HVGEN hvgen(PCK,RST,vga_hs,vga_vs,hcnt,vcnt);
CONVRGB convrgb(VramData, VGAspan, vga_r, vga_g, vga_b);
wire [8:0] hdoublecnt = hcnt[9:1];
wire [8:0] vdoublecnt = vcnt[9:1];
assign VramAddr = (vdoublecnt << 8) + hdoublecnt - (slide >> 1);
endmodule
==> design/flow/run.sh <==
#!/bin/bash
# OpenROAD 26Q1-2900-gdf79404cd8, Yosys 0.63+post, stock flow scripts
make -C /OpenROAD-flow-scripts/flow DESIGN_CONFIG=/design/flow/config.mk WORK_HOME=/design/flow/orfs finish
==> design/flow/config.mk <==
export PLATFORM = sky130hd
export DESIGN_NAME = VGA
export DESIGN_NICKNAME = VGA
export VERILOG_FILES = /design/flow/design.v
export SDC_FILE = /design/flow/constraint.sdc
export NUM_CORES = 4
export LEC_CHECK = 1
export CORE_UTILIZATION = 50
==> design/flow/constraint.sdc <==
current_design VGA

set clk_period 4.1
set clk_io_pct 0.2

create_clock -name clk0 -period $clk_period [get_ports {PCK}]

set non_clock_inputs [all_inputs -no_clocks]
set_input_delay [expr $clk_period * $clk_io_pct] -clock clk0 $non_clock_inputs
set_output_delay [expr $clk_period * $clk_io_pct] -clock clk0 [all_outputs]
==> results.txt <==
Reports from this run.

- The flow ran to the end, and the final reports show no timing, DRC or antenna violations.
- For the finished layout, the period the worst path requires is 3.94 ns.
- The floorplan has 26 rows.
- The per-cell routed wire length is 14.5 um.
- Setup repair after global routing left no endpoint under its margin.
- The cell count after synthesis reads 365.
- Looking at the max-slew report, the worst-margin pin has a slew of 0.726 ns.
- The sum of overflow across all layers after global routing reads 0.
- The worst-case reg-to-reg path depth reads 6.
- The synthesis run shows the most used standard cells to be 40 x ha_1, 40 x nor2_1, 30 x inv_1.
- The number of buffers inserted to repair setup after CTS reads 0.
- For met2 alone, demand over resource in global routing was 0.419.
- The critical path endpoint category reads a primary output.
- The max-slew violation total from the final report reads 0.
- The area of the core reads 5270 sq um.
- Checking max transition, the worst relative margin is 0.512.
- The die is 77.1 um wide.
- Per the summary, power density relative to cell area is 154 nW/um^2.
- Per the synth stats, the flop cell with the highest instance count is dfxtp_1.
- The flow measured a signed area growth from synthesis to layout of 18.5%.
- The total internal power is 0.364 mW.
- Yosys reported a register bit count of 22.
- The total cell area at the placement stage is 3280 sq um.
- The total cells reported by yosys after synthesis reads 365.
- The setup path with the least slack is of type primary input to primary output.
- The clock arrives with 0.00289 ns of skew.
- Global routing put the most usage on met2.
- The maximum single-stage delay on the critical path is 0.50 ns.
- The class of the worst hold path is register to register.
- The arrival time of the worst setup path is 3.12 ns.
- The part of the total power dissipated in combinational logic reads 0.274.
- The cell with the largest stage delay on the worst path is clkdlybuf4s50_1.
- The critical path endpoint has a required time of 3.28 ns.
- The die outline height is 77.1 um.
- For the final routed database, the setup TNS stands at 0 ns.
- The clock tree buffer depth is 2.
- The number of CTS-inserted buffers reads 3.
- The number of antenna violations at the first check in global routing reads 0.
- Per the skew report, the later register of the worst-skew pair sees a clock latency of 0.26 ns.
- Traced cell by cell, the critical path runs through clkdlybuf4s50_1 -> inv_1 -> ha_2 -> nor2b_1 -> o21ai_1 -> o21ai_1 -> or4_1 -> a31oi_1 -> clkdlybuf4s50_1.
- After routing the design area is 3340 sq um.
- The sum of net half-perimeters after detailed placement is 5080 um.
- The critical path startpoint category is a primary input.
- Of the total power, registers draw 0.427.
- The H-tree depth is 1.
- The final critical-path share of the clock period reads 0.960.
- The global routing report lists combined usage of all routing layers as 0.247.
- Entering global routing, the biggest net connects 35 pins.
- The initial standard-cell utilization of the core reads 0.535.
- Before any placement, the netlist area is recorded as 2820 sq um.
- The met1 global-route usage is 0.336.
- For this run, the register share of the synthesized area comes to 0.156.
- The leakage power figure reads 1.37 nW.
- The number of inserted diodes is 0.
- The portion of total power attributed to the clock network reads 0.299.
- The setup violation total in the final timing report reads 0.
- The placed cell count reads 463.
- The share of flip-flops with an asynchronous set or reset after synthesis reads 0.
- The tally of yosys warning messages is 2.
- The root buffer selected by CTS reads clkbuf_8.
- Counting distinct cell types in the post-synthesis netlist gives 63.
- At the end of routability-driven placement, the weighted congestion stood at 0.968.
- The post-detailed-route DRC marker count reads 0.
- The TritonCTS clock tree is yes.
- The fraction of final layout cells sized beyond drive strength 1 reads 0.0907.
- The script computed the net switching share of total power as 0.293.
- The script logs the ratio of routed vias to standard cells as 5.77.
- The most area-hungry cell type in the Yosys netlist reads ha_1.
- The number of enable flip-flop cells reads 0.
- The overall via count from detail_route is 2695.
- The hold violation count in the final report is 0.
- The count of maximum capacitance violations reads 0.
- Of the post-synthesis cell area, the dominant cell type holds 0.177.
- The worst IR drop on VDD is 131 uV.
- The detailed-router iteration count before antenna repair is 4.
- The antenna violation net count after detailed routing is 0.
- The number of top-level design ports is 38.
- The sink count of the clock tree is 22.
- The first global-routing pass estimated 12000 um of wire.
- On met3, the global router reports a usage of 0.0181.
- The timing report gives the clock slew at the launch and capture registers of the worst setup and hold paths as 0.08 ns.
- The final cell count without fillers reads 467.
- In this run the power spent charging and discharging nets is 0.151 mW.
- The tool warning count for the run is 51.
- The wire length after detailed routing is 6760 um.
- The maximum clock rate reads 254 MHz.
- The quantity of hold-fixing buffers added after cts reads 0.
- The total of cells resized after clock tree synthesis reads 0.
- For this block, the initial DRC count from the detailed router was 127.
- The die area reads 5950 sq um.
- The synthesis report lists the most area-consuming cells as ha_1 18%, dfxtp_1 16%, xnor2_1 5.9%, nor2_1 5.3%, inv_1 4.0%.
- The chip area line of the yosys report is 2820 sq um.
- After layout, the design draws a total of 0.515 mW.
- The count of buffers inserted at the top-level ports reads 37.
- In the hold timing report, the worst path depth is 1.
- The largest fanout of any net on the critical path is 7.
- The number of global-route vias before repair reads 2568.
- The post-synthesis average cell area reads 7.73 sq um.
==> kinds of logic (layout without fill, tap and decap cells) <==
logic type / Yosys count / after routing / synth area share
xor+xnor: 25 / 25 / 0.0776
mux: 9 / 9 / 0.0412
compound gates: 99 / 99 / 0.247
buf+inv: 56 / 88 / 0.0914
fa+ha+maj: 41 / 41 / 0.184
flops: 22 / 22 / 0.156
simple gates: 113 / 113 / 0.203
==> placed cells by master (no fill, tap or decap), drive strengths merged, types with 4 or more instances in the layout <==
master         netlist  routed
o21ai               14      14
nand3               10      10
inv                 30      30
o211ai               5       5
a221oi               5       5
and3                 4       4
nor2b                5       5
dfxtp               22      22
nand2b               8       8
nor3                 4       4
nand2               26      26
ha                  40      40
xor2                 6       6
nor2                40      40
clkbuf               7       4
a31oi                5       5
o22ai                4       4
nand4                6       6
xnor2               19      19
clkdlybuf4s50        0      37
a21oi               21      21
a21o                 4       4
buf                 18      16
mux2i                6       6
a211oi               8       8
o31ai                5       5
==> per-stage QoR <==
| stage | hold slack (ns) | setup slack, ns | utilization |
|---|---|---|---|
| after floorplan | 0.441 | 1.05 | - |
| after global placement | 0.457 | 0.106 | 0.623 |
| after detailed placement | 0.464 | 0.123 | 0.623 |
| after CTS | 0.484 | 0.107 | 0.633 |
| after global routing | 0.536 | 0.00919 | 0.635 |
| final | 0.482 | 0.164 | 0.635 |
==> layer usage <==
layer,part of all wire,routed length [um]
met5,0,0
met4,0.031,210
met3,0.050,340
met1,0.44,3000
met2,0.47,3210
==> path summary, 6_finish.rpt <==
path	from	endpoint	slack, ns
hold reg to reg	hvgen.hcnt[0]	hvgen.hcnt[0]	0.48
setup reg to reg	hvgen.hcnt[0]	hvgen.vcnt[3]	1.98
setup / recovery	VramData[0]	vga_b[0]	0.16
hold / removal	hvgen.hcnt[0]	hvgen.hcnt[0]	0.48
==> area by class of cell <==
| type | count | area [sq um] |
|---|---|---|
| flip-flops and latches | 22 | 440 |
| fillers | 473 | 1930 |
| clock buffers | 4 | 55.1 |
| multi-input cells | 287 | 2130 |
| inverters | 31 | 116 |
| repair buffers | 53 | 515 |
| well taps | 70 | 87.6 |
==> power groups by stage <==
| stage | Sequential, mW | Combinational, mW | Clock, mW |
|---|---|---|---|
| CTS | 0.220 | 0.138 | 0.159 |
| global route | 0.221 | 0.155 | 0.168 |
| finish | 0.220 | 0.141 | 0.154 |
==> sequential cells by signal, summed over array words and instances, names as in the netlist <==
| signal | cells |
|---|---|
| hvgen.hcnt | 10 |
| hvgen.vcnt | 10 |
| hvgen.vga_hs | 1 |
| hvgen.vga_vs | 1 |
==> worst max-delay path, delay by kind of cell <==
| family | cells | cell delay [ns] |
|---|---|---|
| buf+inv | 3 | 1.08 |
| simple gates | 2 | 0.56 |
| compound gates | 3 | 0.39 |
| fa+ha+maj | 1 | 0.28 |
Power and IR drop assume default switching activity.
