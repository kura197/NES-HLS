==> /design/flow/design.v <==
module SEG7DEC #(POINT = 0) (
	input [3:0] num,
	output reg [7:0] nHEX
);
always @* begin
	nHEX[7] <= POINT ? 1'b0 : 1'b1;
	case(num)
		4'h0 : nHEX[6:0] = 7'b1000000;
		4'h1 : nHEX[6:0] = 7'b1111001;
		4'h2 : nHEX[6:0] = 7'b0100100;
		4'h3 : nHEX[6:0] = 7'b0110000;
		4'h4 : nHEX[6:0] = 7'b0011001;
		4'h5 : nHEX[6:0] = 7'b0010010;
		4'h6 : nHEX[6:0] = 7'b0000010;
		4'h7 : nHEX[6:0] = 7'b1111000;
		4'h8 : nHEX[6:0] = 7'b0000000;
		4'h9 : nHEX[6:0] = 7'b0010000;
		4'ha : nHEX[6:0] = 7'b0001000;
		4'hb : nHEX[6:0] = 7'b0000011;
		4'hc : nHEX[6:0] = 7'b0100111;
		4'hd : nHEX[6:0] = 7'b0100001;
		4'he : nHEX[6:0] = 7'b0000100;
		4'hf : nHEX[6:0] = 7'b0001110;
		default:nHEX[6:0] = 7'b0110110;
	endcase
end
endmodule
==> /design/flow/run.sh <==
#!/bin/bash
# OpenROAD 26Q1-2900-gdf79404cd8, Yosys 0.63+post, stock flow scripts
make -C /OpenROAD-flow-scripts/flow DESIGN_CONFIG=/design/flow/config.mk WORK_HOME=/design/flow/orfs finish
==> /design/flow/config.mk <==
export PLATFORM = sky130hd
export DESIGN_NAME = SEG7DEC
export DESIGN_NICKNAME = SEG7DEC
export VERILOG_FILES = /design/flow/design.v
export SDC_FILE = /design/flow/constraint.sdc
export NUM_CORES = 4
export LEC_CHECK = 1
export CORE_AREA = 10 10 70 70
export DIE_AREA = 0 0 80 80
==> /design/flow/constraint.sdc <==
current_design SEG7DEC

set clk_period 1.4
set clk_io_pct 0.2

create_clock -name clk0 -period $clk_period

set non_clock_inputs [all_inputs -no_clocks]
set_input_delay [expr $clk_period * $clk_io_pct] -clock clk0 $non_clock_inputs
set_output_delay [expr $clk_period * $clk_io_pct] -clock clk0 [all_outputs]
==> summary.log <==
qor: global_route.grt_max_degree 7
qor: route.final_routed_wire_length_divided_by_cell_count 7.83 um
qor: floorplan.die_w 80 um
qor: placed_design.placement.cell_area 478 um2
qor: route.topRoutingLayerUsed met3
qor: synthesis.yosys.area.top_type_share 0.287
qor: synthesis.top_area_cell sky130_fd_sc_hd__ha_1
qor: route.ant_diodes 0
qor: critical_path.timing.critical_path.cells buf_8 -> buf_6 -> ha_4 -> mux4_2 -> buf_2
qor: floorplan.core 3420 um2
qor: route.drtPass1Iterations 3
qor: route.drt_initial_violations 7
qor: route.detailroute.wirelength.met3 55 um
qor: flow_run.tool_warnings 39
qor: critical_path.critPathSlowestCell sky130_fd_sc_hd__mux4_2
qor: flow_run.max_cap_viol_count 0
qor: critical_path.crit_fanout 4
qor: critical_path.crit_type in2out
qor: cells_and_area.finalCoreUtilization 0.170
qor: cells_and_area.regArea 0 um2
qor: power.peakVddDrop 0.0398 mV
qor: placed_design.gp_routability_congestion 0.711
qor: route.routed_wirelength 783 um
qor: floorplan.chipHeight 80 um
qor: cells_and_area.post_route_cells_drive_above_1_share 0.704
qor: synthesis.synth.yosys.num_cells 31
qor: sta.finalHoldViolations 0
qor: min_path.worst_hold_path_type in2out
qor: route.num_vias 285
qor: synthesis.synth.most_common_cell sky130_fd_sc_hd__ha_1
qor: global_route.grt_pass1_wl 1.46 mm
qor: sta.rsz_0062_raised_after_global_routing true
qor: global_route.global_route.usage.total 0.0264
qor: synthesis.yosys-top-cells-count 6 x sky130_fd_sc_hd__ha_1, 4 x sky130_fd_sc_hd__nand2_1
qor: placed_design.portBuffers 11
qor: floorplan.fp-row-count 21
qor: synthesis.synth_area 262 um2
qor: route.post-route-drc-count 0
qor: critical_path.arrival_time_of_data_at_the_critical_path_endpoint 1.27 ns
qor: route.ant_nets 0
qor: critical_path.cp.required 1.12 ns
qor: synthesis.average_footprint_of_a_synthesized_cell 8.44 um2
qor: critical_path.delay_of_the_slowest_cell_on_the_worst_path 0.47 ns
qor: cells_and_area.design_area 579 um2
qor: route.route.met2.wl 420 um
qor: sta.maximum_clock_frequency 647 MHz
qor: floorplan.floorplan.initialDensity 0.0766
qor: route.route.detailed.vias_per_inst 2.85
qor: cells_and_area.nFillCells 384
qor: placed_design.dp_hpwl 642 um
qor: synthesis.synth_sequential_area_ratio 0
qor: sta.finalMaxSlewViolations 0
qor: sta.period_minus_slack 1.55 ns
qor: synthesis.yosys-top-cells-area sky130_fd_sc_hd__ha_1 29%, sky130_fd_sc_hd__mux4_2 17%, sky130_fd_sc_hd__mux2i_1 7.7%
qor: critical_path.crit_path_end_kind output pin
qor: synthesis.synth-area-yosys 262 um2
qor: floorplan.dieArea 6400 um2
qor: global_route.grt_antenna_before_repair 0
qor: sta.layout_worst_path_cycle_share 1.10
qor: power.static-leakage-power 0.000254 uW
qor: outcome.outcome complete, but fails checks
qor: cells_and_area.clock_buffer_count 0
qor: power.power_density 262 nW/um2
qor: cells_and_area.ff_count 0
qor: sta.timing.final.ws_setup -0.145 ns
qor: critical_path.setup.worst_path.start_class input port
qor: route.met1Wirelength 307 um
qor: outcome.violations setup timing
qor: synthesis.yosys_warnings 1
qor: synthesis.yosysUniqueCellTypes 19
qor: floorplan.boundaryPins 12
qor: global_route.grt-ovfl-total 0
qor: sta.setup_viol_count_final 4
qor: cells_and_area.flow.area_growth_from_synthesis 122%
qor: global_route.first_global_vias 340
qor: synthesis.post_synth_inst_count 31
## stage by stage
stage | power [uW] | hold slack, ns | setup WS (ns) | cells | setup TNS [ns]
floorplan | 54.6 | 0.668 | 0.0399 | 31 | 0
global placement | 131 | 1.75 | -0.961 | 95 | -5.80
detailed placement | 131 | 1.73 | -0.974 | 95 | -5.83
CTS | 147 | 0.981 | -0.147 | 99 | -0.455
global route | 172 | 1.00 | -0.170 | 100 | -0.601
finish | 152 | 0.958 | -0.145 | 100 | -0.367
## cells by family after synthesis
| group | count (synthesis) | synth area share |
|---|---|---|
| and+or+nand+nor | 9 | 0.163 |
| other | 1 | 0.0143 |
| adders and majority gates | 6 | 0.287 |
| muxes | 4 | 0.249 |
| xor gates and xnor gates | 1 | 0.0335 |
| AOI/OAI and AO/OA | 4 | 0.110 |
| buffers and inverters | 6 | 0.144 |
## critical path: cells and delay by family
family,cells,cell delay (ns)
mux,1,0.47
fa+ha+maj,1,0.16
buf+inv,3,0.36
## timing repair
item	in CTS	in global routing
gates resized	57	5
hold buffers	0	0
setup endpoints to repair	7	6
buffers inserted	4	1
pin swaps	5	2
endpoints found under the hold margin	0	0
## layer usage
metal,vias to the layer above,track usage
met3,0,0.00568
met5,-,0
li1,149,-
met2,5,0.0506
met1,131,0.0305
met4,0,0
## report_power, final
group / leakage (uW) / internal (uW) / switching (uW)
Combinational: 0.000254 / 94.9 / 56.6
Sequential: 0 / 0 / 0
Clock: 0 / 0 / 0
## layout make-up
cell class / instances / area [um2] / area share
well taps: 46 / 57.6 / 0.0994
multi-input cells: 25 / 292 / 0.503
repair buffers: 26 / 206 / 0.356
inverters: 3 / 23.8 / 0.0410
## final timing paths
check,startpoint,endpoint,slack [ns],cells past startpoint
setup / recovery,num[0],nHEX[3],-0.15,5
hold / removal,num[2],nHEX[4],0.96,4
## layout by cell type (no fill, tap or decap)
cell | Yosys | routed
sky130_fd_sc_hd__a21oi_2 | 0 | 1
sky130_fd_sc_hd__or2_1 | 1 | 1
sky130_fd_sc_hd__buf_4 | 2 | 11
sky130_fd_sc_hd__ha_1 | 6 | 1
sky130_fd_sc_hd__buf_6 | 1 | 4
sky130_fd_sc_hd__o22ai_1 | 1 | 1
sky130_fd_sc_hd__nor3_1 | 1 | 1
sky130_fd_sc_hd__ha_2 | 0 | 1
sky130_fd_sc_hd__a31o_4 | 0 | 1
sky130_fd_sc_hd__clkbuf_2 | 0 | 1
sky130_fd_sc_hd__mux4_2 | 2 | 2
sky130_fd_sc_hd__buf_2 | 0 | 7
sky130_fd_sc_hd__buf_8 | 0 | 2
sky130_fd_sc_hd__inv_2 | 1 | 1
sky130_fd_sc_hd__nand2b_1 | 1 | 1
sky130_fd_sc_hd__or2_4 | 0 | 1
sky130_fd_sc_hd__conb_1 | 1 | 1
sky130_fd_sc_hd__inv_6 | 0 | 1
sky130_fd_sc_hd__nand2_1 | 4 | 4
sky130_fd_sc_hd__xnor2_1 | 1 | 1
sky130_fd_sc_hd__o2bb2ai_1 | 1 | 1
sky130_fd_sc_hd__mux2i_1 | 2 | 2
sky130_fd_sc_hd__dlygate4sd2_1 | 0 | 1
sky130_fd_sc_hd__inv_8 | 0 | 1
sky130_fd_sc_hd__nor2_1 | 1 | 1
sky130_fd_sc_hd__ha_4 | 0 | 4
Power and IR drop assume default switching activity.
